[./run.sh]
#!/bin/bash
# OpenROAD 26Q1-2900-gdf79404cd8, Yosys 0.63+post, stock flow scripts
make -C /OpenROAD-flow-scripts/flow DESIGN_CONFIG=/design/flow/config.mk WORK_HOME=/design/flow/orfs finish
[./config.mk]
export PLATFORM = sky130hd
export DESIGN_NAME = lif_neuron_top
export DESIGN_NICKNAME = lif_neuron_top
export VERILOG_FILES = /design/flow/design.v
export SDC_FILE = /design/flow/constraint.sdc
export NUM_CORES = 4
export LEC_CHECK = 1
export CORE_UTILIZATION = 40
[./constraint.sdc]
current_design lif_neuron_top

set clk_period 7.7
set clk_io_pct 0.2

create_clock -name clk0 -period $clk_period [get_ports {clk}]

set non_clock_inputs [all_inputs -no_clocks]
set_input_delay [expr $clk_period * $clk_io_pct] -clock clk0 $non_clock_inputs
set_output_delay [expr $clk_period * $clk_io_pct] -clock clk0 [all_outputs]
[./design.v]
module lif_neuron_top (
    input clk,              
    input reset_btn,        
    input spike_btn,        
    output spike_led,       
    output clean_spike_led,  
    output spike_edge_led,  
    output [7:0] potential_leds  
);
    wire clean_reset, clean_spike;
    wire spike_edge;
    wire spike_out;
    wire [7:0] potential;
    debounce db_reset (
        .clk(clk),
        .noisy_in(reset_btn),
        .clean_out(clean_reset)
    );
    debounce db_spike (
        .clk(clk),
        .noisy_in(spike_btn),
        .clean_out(clean_spike)
    );
    reg prev_spike;
    always @(posedge clk)
        prev_spike <= clean_spike;
    assign spike_edge = clean_spike & ~prev_spike;
    lif_neuron neuron (
        .clk(clk),
        .reset(clean_reset),
        .spike_in(spike_edge),
        .spike_out(spike_out),
        .potential(potential)
    );
    reg [23:0] spike_timer;
    always @(posedge clk) begin
        if (spike_out)
            spike_timer <= 24'd10_000_000;   
        else if (spike_timer > 0)
            spike_timer <= spike_timer - 1;
    end
    assign spike_led = (spike_timer > 0);
    assign clean_spike_led = clean_spike;
    assign spike_edge_led = spike_edge;
    assign potential_leds = potential;
endmodule
module lif_neuron (
    input clk,
    input reset,
    input spike_in,
    output reg spike_out,
    output reg [7:0] potential
);
    parameter THRESHOLD = 100;
    parameter INCREMENT = 20;
    parameter LEAK = 1;
    always @(posedge clk or posedge reset) begin
        if (reset) begin
            potential <= 0;
            spike_out <= 0;
        end else begin
            if (spike_in)
                potential <= potential + INCREMENT - LEAK;
            if (potential >= THRESHOLD) begin
                spike_out <= 1;
                potential <= 0;
            end else begin
                spike_out <= 0;
            end
        end
    end
endmodule
module debounce (
    input clk,
    input noisy_in,
    output reg clean_out
);
    reg [19:0] counter = 0;
    reg stable_state = 0;
    parameter THRESHOLD = 200_000;  
    always @(posedge clk) begin
        if (noisy_in != stable_state) begin
            counter <= counter + 1;
            if (counter >= THRESHOLD) begin
                stable_state <= noisy_in;
                counter <= 0;
            end
        end else begin
            counter <= 0;
        end
        clean_out <= stable_state;
    end
endmodule
==> out/qor.yml <==
post-route-util_pct: 46.6
grt_first_pass_wirelength_um: 9770
diodes: 0
r2r_end: "spike_timer[22]$_SDFFE_PP0N_"
common_cells: "nor2_1 (77), dfxtp_1 (67), xor2_1 (31), xnor2_1 (24), nand2_1 (15)"
hold_viol_final: 0
ys_sh_xor_pct: 14.0
startpoint_type: "flip-flop"
r2r_slack_ns: 5.01
avgViaCountPerCell: 4.80
synth.comb.largest_family: "simple AND/OR/NAND/NOR gates"
edf_count: 2
fmax_ghz: 0.249
yosys_area_um2: 3440
grt_usage_pct: 13.9
highest_layer: "met4"
netlist_area_um2: 3440
synthFlopType: "dfxtp_1"
ys_seq_share_pct: 47.3
ys_cells: 373
io_buffers: 13
synth_area_leader_cell: "dfxtp_1"
placementRows: 33
wl_per_cell_um: 11.1
synth.most_common_cell: "nor2_1"
drive_gt1_share_pct: 7.12
post-dp-hpwl_um: 3750
grt_max_degree: 26
layout_min_cycle_time_ns: 4.01
hp-class: "flip-flop to asynchronous set/reset pin"
gp_congestion: 0.787
ctsResizeCount: 0
crit_chain: "or4_1, nor4_4, nand2_1, clkdlybuf4s50_1"
drt_first_iter_violations: 85
tritoncts: "done"
cellPowerDensity_nw_per_um2: 206
wl_met2_um: 2330
cts_max_level: 3
overflow: 0
clk-insertion-delay-late_ns: 0.35
wl_met3_um: 180
r2r_cells: 7
cap_violations: 0
cts_setup_buffers: 0
finalSetupViolCount: 0
vias: 2390
ys_types: 47
die-width_um: 94.7
io_pins: 14
cts.sinks: 78
core_um2: 8260
cp_max_fo: 8
synthTopCellsByArea: "dfxtp_1 (39%), nor2_1 (8.4%), xor2_1 (7.9%)"
worst_pin_slew_ns: 0.721
cts-buffers-inserted: 9
fp_util_pct: 41.6
relSlewSlack_pct: 51.9
mux_area_share_pct: 0.655
ys_sh_aoi_pct: 6.59
antenna_found_initial: 0
max_stage_delay_ns: 0.67
avgSynthCellArea_um2: 9.21
synth_top_area_share_pct: 39.0
drt-pass1-iter-count: 4
critPathRequiredTime_ns: 6.16
holdWs_ns: 0.152
cts_root_buf: "clkbuf_8"
finalMaxSlewViolations: 0
synth-seq-cells: 78
area_delta_synth_final_pct: 12.0
die_h_um: 94.7
grt_pass1_vias: 2189
rsz0062_at_grt: "false"
path_clk_slew_ns: 0.09
finalCritPeriodShare_pct: 52.1
drc: 0
simple_gate_area_share_pct: 25.4
routed_wl_um: 5550
finalNonFillerCells: 498
fa_ha_area_share_pct: 2.91
cts_hold_buf: 0
async_flop_share_pct: 11.5
ant_nets: 0
setup_tns_ns: 0
routedLengthMet1_um: 3000
dpl.cell_count: 482
clock_path_buffers: 2
outcome: "complete, no violations"
cp_slowest_cell: "or4_1"
crit_arrival_ns: 2.47
dieArea_um2: 8970
finClkSkew_ns: 0.0129
path_class: "flip-flop to output pin"
ir_drop_mv: 0.112
yosysWarnings: 3
syn_inst: 373
tool_warnings: 32
power.leakage_nw: 1.34
endpoint_kind: "output pin"
r2r-start: "spike_timer[0]$_SDFFE_PP0N_"
[per-stage QoR]
step           total power, mW  instance area [um2]  setup slack (ns)
2_1_floorplan            0.499                 3450              4.64
3_3_place_gp             0.516                 3670              4.04
3_5_place_dp             0.517                 3670              4.03
4_1_cts                  0.808                 3850              3.64
5_1_grt                  0.837                 3850              3.41
6_report                 0.791                 3850              3.69
[state kept, by name, indices dropped and copies added (netlist names)]
register and cells:
db_reset.clean_out 1, db_reset.stable_state 1, neuron.spike_out 1, db_spike.counter 20, db_spike.clean_out 1, prev_spike 1
neuron.potential 8, db_spike.stable_state 1, db_reset.counter 20, spike_timer 24
[kinds of logic after synthesis]
logic type	after synthesis
and+or+nand+nor	169
xor gates and xnor gates	55
other	1
adders and majority gates	8
DFF	78
muxes	2
buffers and inverters	27
AOI/OAI and AO/OA	33
[power by group]
part           total, mW  leakage [nW]  switching [mW]  internal, mW
logic             0.0700         0.559          0.0368        0.0332
clock network      0.284        0.0973           0.159         0.124
registers          0.438         0.682          0.0151         0.423
total              0.791          1.34           0.211         0.580
[cell usage in the layout (no fill, tap or decap), types with 3 or more instances in the layout]
master | Yosys | final
nor2_1 | 77 | 77
dfxtp_1 | 67 | 67
xor2_1 | 31 | 31
xnor2_1 | 24 | 24
nand2_1 | 15 | 15
inv_1 | 13 | 13
clkdlybuf4s50_1 | 0 | 13
nand3_1 | 12 | 12
nand4_1 | 11 | 11
clkbuf_8 | 0 | 9
dfrtp_1 | 9 | 9
nand2b_1 | 8 | 8
o21ai_0 | 8 | 8
nor3_1 | 8 | 8
ha_1 | 8 | 8
nor4_1 | 7 | 7
or4_1 | 6 | 6
a211oi_1 | 5 | 5
or3_1 | 5 | 5
inv_6 | 0 | 5
conb_1 | 1 | 5
o211ai_1 | 4 | 4
a21oi_1 | 4 | 4
nor2b_1 | 3 | 3
or2_2 | 3 | 3
and4_1 | 3 | 3
[worst max-delay path, delay by kind of cell (launching register included)]
kind,cells,cell delay [ns]
buffers and inverters,1,0.44
flip-flops,1,0.34
AND/OR/NAND/NOR,3,1.35
[metal layers]
layer | global-route usage, % | vias up
met1 | 22.3 | 1060
met2 | 20.2 | 28
met4 | 1.52 | 0
met5 | 0 | -
li1 | - | 1300
met3 | 3.27 | 2
[final cells by class]
class | count | area, um2
Fill cell | 784 | 4410
Inverter | 13 | 48.8
Clock inverter | 7 | 60.1
Tap cell | 105 | 131
Clock buffer | 9 | 124
Sequential cell | 78 | 1630
Multi-Input combinational cell | 272 | 1720
Timing Repair Buffer | 14 | 138
[how the worst max path moves through the flow]
stage                       startpoint        end  slack [ns]
4_1_cts   spike_timer[13]$_SDFFE_PP0N_  spike_led        3.64
5_1_grt   spike_timer[13]$_SDFFE_PP0N_  spike_led        3.41
6_report  spike_timer[13]$_SDFFE_PP0N_  spike_led        3.69
Power figures rest on the tool's default switching activity, not on a simulated workload.
